[flow/design.v]
`timescale 1ns / 1ps
module UARTTX #(
  parameter CLKS_PER_BIT = 651,
  parameter FIFO_DEPTH = 16
)(
  input  wire        i_clk,
  input  wire        i_rst,
  input  wire [7:0]  i_TX_Byte,
  input  wire        i_TX_DV,
  output wire        o_TX_Active,
  output wire        o_TX_Serial,
  output wire        o_TX_Done
);
  typedef enum logic [2:0] {
    IDLE,
    START_BIT,
    DATA_BITS,
    PARITY_BIT,
    STOP_BIT,
    CLEANUP
  } state_t;
  state_t r_state = IDLE;
  reg [7:0] fifo_mem [0:FIFO_DEPTH-1];
  reg [$clog2(FIFO_DEPTH):0] wr_ptr = 0;
  reg [$clog2(FIFO_DEPTH):0] rd_ptr = 0;
  wire fifo_empty = (wr_ptr == rd_ptr);
  wire fifo_full  = (wr_ptr - rd_ptr) == FIFO_DEPTH;
  wire [7:0] fifo_dout = fifo_mem[rd_ptr[$clog2(FIFO_DEPTH)-1:0]];
  reg [15:0] baud_cnt = 0;
  reg baud_pulse = 0;
  always @(posedge i_clk or posedge i_rst) begin
    if (i_rst) begin
      baud_cnt <= 0;
      baud_pulse <= 0;
    end else if (r_state != IDLE) begin
      if (baud_cnt == CLKS_PER_BIT - 1) begin
        baud_cnt <= 0;
        baud_pulse <= 1;
      end else begin
        baud_cnt <= baud_cnt + 1;
        baud_pulse <= 0;
      end
    end else begin
      baud_cnt <= 0;
      baud_pulse <= 0;
    end
  end
  always @(posedge i_clk or posedge i_rst) begin
    if (i_rst) begin
      wr_ptr <= 0;
    end else if (i_TX_DV && !fifo_full) begin
      fifo_mem[wr_ptr[$clog2(FIFO_DEPTH)-1:0]] <= i_TX_Byte;
      wr_ptr <= wr_ptr + 1;
    end
  end
  reg [7:0] r_TX_Data = 0;
  reg [2:0] r_bit_index = 0;
  reg r_TX_Serial = 1;
  reg r_TX_Active = 0;
  reg r_TX_Done = 0;
  reg r_parity_bit = 0;
  always @(posedge i_clk or posedge i_rst) begin
    if (i_rst) begin
      r_state <= IDLE;
      rd_ptr <= 0;
      r_TX_Serial <= 1;
      r_TX_Active <= 0;
      r_TX_Done <= 0;
      r_bit_index <= 0;
    end else begin
      r_TX_Done <= 0;
      case (r_state)
        IDLE: begin
          r_TX_Serial <= 1;
          r_TX_Active <= 0;
          if (!fifo_empty) begin
            r_TX_Data <= fifo_dout;
            r_parity_bit <= ^fifo_dout;  
            rd_ptr <= rd_ptr + 1;
            r_state <= START_BIT;
            r_TX_Active <= 1;
          end
        end
        START_BIT: if (baud_pulse) begin
          r_TX_Serial <= 0;
          r_state <= DATA_BITS;
          r_bit_index <= 0;
        end
        DATA_BITS: if (baud_pulse) begin
          r_TX_Serial <= r_TX_Data[0];
          r_TX_Data <= r_TX_Data >> 1;
          if (r_bit_index == 7)
            r_state <= PARITY_BIT;
          else
            r_bit_index <= r_bit_index + 1;
        end
        PARITY_BIT: if (baud_pulse) begin
          r_TX_Serial <= r_parity_bit;
          r_state <= STOP_BIT;
        end
        STOP_BIT: if (baud_pulse) begin
          r_TX_Serial <= 1;
          r_state <= CLEANUP;
        end
        CLEANUP: if (baud_pulse) begin
          r_TX_Done <= 1;
          r_TX_Active <= 0;
          r_state <= IDLE;
        end
      endcase
    end
  end
  assign o_TX_Active = r_TX_Active;
  assign o_TX_Serial = r_TX_Serial;
  assign o_TX_Done   = r_TX_Done;
endmodule
`timescale 1ns / 1ps
module UARTRX #(
  parameter CLKS_PER_BIT = 651,
  parameter OVERSAMPLE = 16,
  parameter FIFO_DEPTH = 16
)(
  input wire        i_clk,
  input wire        i_rst,
  input wire        i_RX_Serial,
  input wire        i_RX_Read,
  output wire       o_RX_DV,
  output wire [7:0] o_RX_Byte
);
  reg [7:0] fifo_mem [0:FIFO_DEPTH-1];
  reg [$clog2(FIFO_DEPTH):0] wr_ptr = 0;
  reg [$clog2(FIFO_DEPTH):0] rd_ptr = 0;
  wire fifo_full  = (wr_ptr - rd_ptr) == FIFO_DEPTH;
  wire fifo_empty = (wr_ptr == rd_ptr);
  wire [7:0] fifo_dout = fifo_mem[rd_ptr[$clog2(FIFO_DEPTH)-1:0]];
  typedef enum logic [2:0] {
    IDLE,
    START_BIT,
    DATA_BITS,
    STOP_BIT
  } state_t;
  state_t r_state = IDLE;
  localparam integer CLKS_PER_SAMPLE = CLKS_PER_BIT / OVERSAMPLE;
  reg [15:0] sample_clk_cnt = 0;
  reg sample_tick = 0;
  always @(posedge i_clk or posedge i_rst) begin
    if (i_rst) begin
      sample_clk_cnt <= 0;
      sample_tick <= 0;
    end else begin
      if (sample_clk_cnt == CLKS_PER_SAMPLE - 1) begin
        sample_clk_cnt <= 0;
        sample_tick <= 1;
      end else begin
        sample_clk_cnt <= sample_clk_cnt + 1;
        sample_tick <= 0;
      end
    end
  end
  reg [3:0] sample_index = 0;
  reg [3:0] bit_index = 0;
  reg [7:0] rx_shift = 0;
  always @(posedge i_clk or posedge i_rst) begin
    if (i_rst) begin
      r_state <= IDLE;
      sample_index <= 0;
      bit_index <= 0;
      wr_ptr <= 0;
    end else if (sample_tick) begin
      case (r_state)
        IDLE: begin
          if (i_RX_Serial == 0) begin  
            r_state <= START_BIT;
            sample_index <= 0;
          end
        end
        START_BIT: begin
          sample_index <= sample_index + 1;
          if (sample_index == 7) begin
            if (i_RX_Serial == 0) begin
              r_state <= DATA_BITS;
              sample_index <= 0;
              bit_index <= 0;
            end else begin
              r_state <= IDLE;  
            end
          end
        end
        DATA_BITS: begin
          sample_index <= sample_index + 1;
          if (sample_index == 7) begin
            rx_shift <= {i_RX_Serial, rx_shift[7:1]};
            sample_index <= 0;
            if (bit_index == 7) begin
              r_state <= STOP_BIT;
            end else begin
              bit_index <= bit_index + 1;
            end
          end
        end
        STOP_BIT: begin
          sample_index <= sample_index + 1;
          if (sample_index == 7) begin
            if (i_RX_Serial == 1 && !fifo_full) begin
              fifo_mem[wr_ptr[$clog2(FIFO_DEPTH)-1:0]] <= rx_shift;
              wr_ptr <= wr_ptr + 1;
            end
            r_state <= IDLE;
            sample_index <= 0;
          end
        end
      endcase
    end
  end
  always @(posedge i_clk or posedge i_rst) begin
    if (i_rst) begin
      rd_ptr <= 0;
    end else if (i_RX_Read && !fifo_empty) begin
      rd_ptr <= rd_ptr + 1;
    end
  end
  assign o_RX_DV = !fifo_empty;
  assign o_RX_Byte = fifo_dout;
endmodule
[flow/run.sh]
#!/bin/bash
# OpenROAD 26Q1-2900-gdf79404cd8, Yosys 0.63+post, stock flow scripts
make -C /OpenROAD-flow-scripts/flow DESIGN_CONFIG=/design/flow/config.mk WORK_HOME=/design/flow/orfs finish
[flow/config.mk]
export PLATFORM = sky130hd
export DESIGN_NAME = UARTTX
export DESIGN_NICKNAME = UARTTX
export VERILOG_FILES = /design/flow/design.v
export SDC_FILE = /design/flow/constraint.sdc
export NUM_CORES = 4
export LEC_CHECK = 1
export CORE_UTILIZATION = 50
[flow/constraint.sdc]
current_design UARTTX

set clk_period 3.3
set clk_io_pct 0.2

create_clock -name clk0 -period $clk_period [get_ports {i_clk}]

set non_clock_inputs [all_inputs -no_clocks]
set_input_delay [expr $clk_period * $clk_io_pct] -clock clk0 $non_clock_inputs
set_output_delay [expr $clk_period * $clk_io_pct] -clock clk0 [all_outputs]
==> flow_summary.json <==
{
  "crit_family": "AND-OR/OR-AND gates",
  "status": "completed",
  "cp_slowest_stage_delay_ns": 0.62,
  "dr.pass1.iters": 7,
  "gp_congestion": 0.929,
  "vias": 4400,
  "hold_path_class": "flip-flop to flip-flop",
  "path_cells": "ha_1 -> buf_4 -> a22oi_1 -> a22oi_1 -> a222oi_1 -> a31oi_1 -> xor2_1 -> xnor2_1 -> xnor2_1",
  "dp_slack_ns": 0.347,
  "synth.distinct_cells": 56,
  "synthFlopType": "edfxtp_1",
  "yosys-stat-cells": 528,
  "reg2reg_slack_ns": 0.24,
  "detail_route.iter0.violations": 310,
  "die_h_um": 124,
  "fp_util_pct": 51.1,
  "antenna_left": 0,
  "critPathKind": "flip-flop to flip-flop",
  "wl_met3_um": 1910,
  "slew_viol_final": 0,
  "p_sw_share_pct": 28.6,
  "syn_area_mm2": 0.00743,
  "die_area_mm2": 0.0153,
  "p_per_area_mw_per_mm2": 711,
  "warnings": 32,
  "grt-ovfl-total": 0,
  "crit_fanout": 16,
  "cts.path.max_buffers": 2,
  "r2r-end": "r_parity_bit",
  "worst_ep_required_time_ns": 3.47,
  "p_sw_uw": 1680,
  "timing.slew.headroom_pct": 41.1,
  "grt.total_usage_pct": 24.3,
  "yosys_area_mm2": 0.00743,
  "hold_violations": 0,
  "synth_warnings": 2,
  "dr.max_layer_used": "met4",
  "async_reset_ff_share_pct": 20.8,
  "finish.utilization_pct": 56.8,
  "areaGrowthSynthToFinish_pct": 11.1,
  "viasPerCell": 5.92,
  "ys_top_cells_by_area": "edfxtp_1, dfrtp_1, ha_1, a22oi_1, xnor2_1",
  "fmax_mhz": 327,
  "fillers": 1143,
  "ys_seq_share_pct": 67.5,
  "end_kind": "flip-flop",
  "setup_viol": 0,
  "wl_met1_um": 6910,
  "root_buffer": "clkbuf_16",
  "r2r_start": "rd_ptr[0]",
  "pwr-share-comb_pct": 23.6,
  "numClockSinks": 173,
  "yosysMostFrequentCell": "edfxtp_1",
  "yosysTopAreaCell": "edfxtp_1",
  "die_x_um": 124,
  "grt_antenna_before_repair": 0,
  "clk_pin_slew_worst_paths_ns": 0.06,
  "whs_path_depth": 1,
  "worstHoldStart": "wr_ptr[4]",
  "finalClockSkew_ns": 0.00538,
  "ys_top_cells_by_count": "edfxtp_1, nor2_1, dfrtp_1",
  "cp.arrival_ns": 3.23,
  "power_uw": 5870,
  "p_seq_share_pct": 46.2,
  "drc": 0,
  "ctsResizeCount": 0,
  "fin_tns_setup_ns": 0,
  "fp.coreArea_mm2": 0.0145,
  "syn_avg_cell_area_um2": 14.1,
  "cts_buffers": 17,
  "p_int_uw": 4190,
  "diodes": 0,
  "hold_end": "wr_ptr[4]",
  "rows": 44,
  "grt_first_pass_wirelength_um": 25000,
  "place_hpwl_um": 10600,
  "post_drt_wl_per_cell_um": 21.5,
  "routed_wl_um": 16000,
  "cts_hold_buffers": 0,
  "start_kind": "flip-flop",
  "post-route-min-period_ns": 3.06,
  "worstMarginPinSlew_ns": 0.883,
  "syn_inst": 528,
  "drive_gt1_share_pct": 9.48,
  "cp_num_buf_inv": 1,
  "io_buffers": 13,
  "htreeDepth": 4,
  "final.period_utilization_pct": 92.6,
  "synth_top_area_share_pct": 55.4,
  "edf_count": 137,
  "insertion_delay_ns": 0.42,
  "grt_pass1_vias": 4396,
  "cts_tree": "done",
  "met2_length_um": 6960,
  "vdd_drop_max_mv": 0.368,
  "cap_violations": 0,
  "rsz0062_at_grt": "no",
  "cellLeakagePower_uw": 0.00291,
  "grt_max_degree": 32,
  "hold_slack_ns": 0.478,
  "fin_ws_ns": 0.243,
  "reg2regPathDepth": 9,
  "clockPowerShare_pct": 30.3,
  "synth_flops": 173,
  "postCtsSetupBuffers": 0,
  "io_pins": 14,
  "slowest_stage": "ha_1"
}
## state kept, by name, summed over array words and instances, names as in the netlist
name          cells
wr_ptr            5
baud_pulse        1
rd_ptr            5
r_bit_index       3
r_state           3
baud_cnt         16
r_TX_Done         1
r_TX_Serial       1
r_TX_Data         8
r_TX_Active       1
fifo_mem        128
r_parity_bit      1
## logic make-up after synthesis
| logic type | after synthesis | synth area share (%) |
|---|---|---|
| muxes | 18 | 2.59 |
| buffers and inverters | 42 | 3.08 |
| and+or+nand+nor | 146 | 10.1 |
| adders and majority gates | 17 | 2.86 |
| xor gates and xnor gates | 32 | 3.77 |
| DFF | 173 | 67.5 |
| AOI/OAI and AO/OA | 100 | 10.0 |
## worst max path at each step
stage / startpoint / endpoint / slack (ns) / cells past startpoint
6_report: rd_ptr[0] / r_parity_bit / 0.24 / 9
4_1_cts: rd_ptr[0] / r_parity_bit / 0.31 / 9
5_1_grt: rd_ptr[0] / r_parity_bit / 0.002 / 9
## routing by layer
metal  global-route usage, %  up-vias
met1                    39.3     2152
met5                       0        -
met2                    32.7      191
met3                    13.4       16
li1                        -     2041
met4                    3.01        0
## per-stage QoR
stage	instances	area (um2)
floorplan	528	7430
global placement	711	7730
detailed placement	711	7730
CTS	743	8250
global route	743	8250
finish	743	8250
## worst register-to-register path: stages, from the launching register on
cell and delay (ns):
dfrtp_1 0.43, ha_1 0.62, buf_4 0.35, a22oi_1 0.14
a22oi_1 0.31, a222oi_1 0.16, a31oi_1 0.33, xor2_1 0.22
xnor2_1 0.15, xnor2_1 0.10
## placed cells by master (no fill, tap or decap), types with 11 or more instances in the layout
master and count:
clkbuf_16 17, dfrtp_1 35, edfxtp_1 137, nand3_1 16
xnor2_1 18, clkdlybuf4s50_1 13, nor2_1 40, nand2_1 30
a21oi_1 13, xor2_1 14, a222oi_1 11, o21ai_0 12
ha_1 17, and3_1 20, a22oi_1 21, inv_1 18
## layout make-up
cell class / instances / area (um2) / area share, %
Clock buffer: 22 / 444 / 5.38
Clock inverter: 10 / 73.8 / 0.895
Inverter: 18 / 67.6 / 0.819
Multi-Input combinational cell: 313 / 2190 / 26.5
Sequential cell: 173 / 5020 / 60.8
Tap cell: 184 / 230 / 2.79
Timing Repair Buffer: 23 / 230 / 2.79
## power by group through the flow
stage | clock network [uW] | registers, uW | logic (uW)
final | 1780 | 2710 | 1380
after global routing | 1890 | 2730 | 1540
after CTS | 1810 | 2710 | 1380
Power and IR drop assume default switching activity.
